==> /design/flow/design.v <==
`timescale 1ns/1ps
module ssemi_adc_decimator_clock_divider #(
    parameter SSEMI_ADC_DECIMATOR_CLK_DIV_RATIO = 2   
) (
    input  wire i_clk,            
    input  wire i_rst_n,          
    input  wire i_enable,         
    input  wire i_sync_reset,     
    output reg  o_clk_div,        
    output wire o_clk_div_pos,    
    output wire o_clk_div_neg     
);
    reg [8-1:0] clk_counter;
    reg clk_div_reg;
    reg clk_div_pos_reg, clk_div_neg_reg;
    initial begin
        if (SSEMI_ADC_DECIMATOR_CLK_DIV_RATIO < 2 || SSEMI_ADC_DECIMATOR_CLK_DIV_RATIO > 8) begin
            $error("CLK_DIV_RATIO must be between 2 and %d", 8);
        end
    end
    always @(posedge i_clk or negedge i_rst_n) begin
        if (!i_rst_n) begin
            clk_counter <= 0;
        end else if (!i_enable || i_sync_reset) begin
            clk_counter <= 0;
        end else if (clk_counter >= SSEMI_ADC_DECIMATOR_CLK_DIV_RATIO - 1) begin
            clk_counter <= 0;
        end else begin
            clk_counter <= clk_counter + 1;
        end
    end
    always @(posedge i_clk or negedge i_rst_n) begin
        if (!i_rst_n) begin
            clk_div_reg <= 1'b0;
        end else if (!i_enable || i_sync_reset) begin
            clk_div_reg <= 1'b0;
        end else if (clk_counter == 0) begin
            clk_div_reg <= ~clk_div_reg;
        end
    end
    always @(posedge i_clk or negedge i_rst_n) begin
        if (!i_rst_n) begin
            clk_div_pos_reg <= 1'b0;
            clk_div_neg_reg <= 1'b0;
        end else if (!i_enable || i_sync_reset) begin
            clk_div_pos_reg <= 1'b0;
            clk_div_neg_reg <= 1'b0;
        end else begin
            clk_div_pos_reg <= (clk_counter == 0) && !clk_div_reg;
            clk_div_neg_reg <= (clk_counter == 0) && clk_div_reg;
        end
    end
    assign o_clk_div = clk_div_reg;
    assign o_clk_div_pos = clk_div_pos_reg;
    assign o_clk_div_neg = clk_div_neg_reg;
endmodule
==> /design/flow/run.sh <==
#!/bin/bash
# OpenROAD 26Q1-2900-gdf79404cd8, Yosys 0.63+post, stock flow scripts
make -C /OpenROAD-flow-scripts/flow DESIGN_CONFIG=/design/flow/config.mk WORK_HOME=/design/flow/orfs finish
==> /design/flow/config.mk <==
export PLATFORM = sky130hd
export DESIGN_NAME = ssemi_adc_decimator_clock_divider
export DESIGN_NICKNAME = ssemi_adc_decimator_clock_divider
export VERILOG_FILES = /design/flow/design.v
export SDC_FILE = /design/flow/constraint.sdc
export NUM_CORES = 4
export LEC_CHECK = 1
export CORE_AREA = 10 10 70 70
export DIE_AREA = 0 0 80 80
==> /design/flow/constraint.sdc <==
current_design ssemi_adc_decimator_clock_divider

set clk_period 2.1
set clk_io_pct 0.2

create_clock -name clk0 -period $clk_period [get_ports {i_clk}]

set non_clock_inputs [all_inputs -no_clocks]
set_input_delay [expr $clk_period * $clk_io_pct] -clock clk0 $non_clock_inputs
set_output_delay [expr $clk_period * $clk_io_pct] -clock clk0 [all_outputs]
==> results.toml <==
# generated from flow reports
[status]
status = "finished clean"

[route]
diodes = 0
dr.pass1.iters = 3
viasPerCell = 2.75
post-route-drc-count = 0
drtIter0Drc = 4
wl_per_cell_um = 6.66
route.antenna.remaining_nets = 0
num_vias = 253
routed_wl_um = 613

[sta]
fmax_ghz = 0.658
finalCritPeriodShare_pct = 72.3
period_minus_slack_ps = 1520
hold_viol_final = 0
fin_tns_setup_ps = 0
maxSlewViolCount = 0
rsz0062_at_grt = "no"
skew_ps = 4.86
finalSetupViolations = 0

[synth]
ys_sh_xor_pct = 1.99
syn_inst = 32
synth_seq_share_pct = 62.7
synth-simple-area-share_pct = 20.2
mux_area_share_pct = 2.28
ys_cells = 32
yosys.area_share.aoi_pct = 0
ys.flops = 11
yosys_warnings = 2
synth_area_sq_um = 439
top_logic_kind = "simple AND/OR/NAND/NOR gates"
synth_cell_type_count = 13
yosys_area_sq_um = 439
avgSynthCellArea_sq_um = 13.7
fa_ha_area_share_pct = 8.55

[run]
drv_cap = 0
openroad.warnings = 27

[critical_path]
crit_chain = "clkdlybuf4s50_1"
cpMaxStageDelayCell = "clkdlybuf4s50_1"
crit_type = "flip-flop to output port"
start_kind = "flip-flop"
cpPeakStageDelay_ps = 470
cp_top_family = "buffers and inverters"
crit_fanout = 3
crit_buf_inv = 1
worst_ep_arrival_time_ps = 1100
cp.required_ps = 1680
worst_setup_path_end_kind = "output port"

[finish]
largest_reg_flops = 8
nFillCells = 393
drive_above_1_share_pct = 15.2
syn2layout_area_growth_pct = 36.2
regMostFlops = "clk_counter"
fin_area_sq_um = 598
lay_top_count = "dfrtp_1"
layoutNonFillerInstCount = 92
final_cell_mix = "dfrtp_1, clkdlybuf4s50_1, conb_1"

[floorplanning]
die_y_um = 80
ios = 7
core_sq_um = 3420
die_w_um = 80
chipArea_sq_um = 6400
rows = 21
initial_core_util_pct = 12.9

[place]
place_area_sq_um = 572
hpwl_um = 475
gp_congestion = 0.730
place.detailed.instances = 88
port_buffers = 6

[pwr]
p_per_area_nw_per_um2 = 622
power.total_w = 0.000372
vdd_ir_drop_max_uv = 340
leakagePower_nw = 0.252

[clocking]
ctsLongestPathBuffers = 2
cts_setup_buffers = 0
htreeDepth = 1
post_cts_resized = 0
cts_root_buf = "clkbuf_4"
clk_pin_slew_worst_paths_ps = 60
numCtsBuffers = 3
cts.sinks = 11
holdBufCountCts = 0
insertion_delay_ps = 260
cts_tree = "built"

[grt]
grtUsageTotal_pct = 2.06
antenna_found_initial = 0
grt_max_degree = 12
first_global_vias = 273
grt_pass1_wl_mm = 1.08
overflow = 0

[worst_hold_path]
hold_path.class = "flip-flop to flip-flop"
==> layout make-up <==
cell class / instances / area (sq um) / share of cell area, %
Sequential cell: 11 / 275 / 46.0
Multi-Input combinational cell: 21 / 164 / 27.4
Timing Repair Buffer: 6 / 60.1 / 10.0
Tap cell: 46 / 57.6 / 9.62
Clock buffer: 4 / 26.3 / 4.39
Inverter: 4 / 15.0 / 2.51
==> through the flow <==
stage	hold slack [ps]	util (%)	setup slack, ps
4_1_cts	470	17.5	556
5_1_grt	489	17.5	528
3_5_place_dp	466	16.7	537
3_3_place_gp	454	16.7	569
2_1_floorplan	124	-	895
6_report	466	17.5	581
==> per-layer routing <==
metal	wire, um	global-route usage [%]
met2	330	3.85
met1	264	2.11
met4	0	0.528
met3	18	0.682
met5	0	0
==> power by group <==
group,switching (W),internal [W],total (W),leakage (nW)
clock network,0.0000613,0.0000732,0.000135,0.0150
registers,0.00000285,0.000217,0.000220,0.142
logic,0.00000889,0.00000866,0.0000176,0.0953
total,0.0000731,0.000299,0.000372,0.252
==> synth_stat cells <==
cell,n,area share [%]
inv_1,4,3.4
xnor2_1,1,2.0
nor4_1,2,2.8
nor3_1,3,3.4
mux2i_1,1,2.3
nand2_2,1,1.4
nor4b_4,1,5.4
or2_2,1,1.4
conb_1,1,0.85
nor4_2,1,2.8
ha_1,3,8.5
nand2b_1,2,2.8
dfrtp_1,11,63
==> cell families after synthesis <==
family	Yosys count
XOR/XNOR	1
adder cells (fa/ha/maj)	3
buffers and inverters	4
flip-flops	11
multiplexers	1
other	1
AND/OR/NAND/NOR	11
==> path summary, 6_finish.rpt <==
| path | from | end | slack [ps] | depth (start not counted) |
|---|---|---|---|---|
| min | clk_div_reg$_DFFE_PN0P_ | clk_div_pos_reg$_DFF_PN0_ | 470 | 1 |
| max reg2reg | clk_counter[0]$_DFF_PN0_ | clk_counter[2]$_DFF_PN0_ | 780 | 5 |
| max | clk_div_reg$_DFFE_PN0P_ | o_clk_div | 580 | 1 |
| max in group asynchronous | i_rst_n | clk_counter[4]$_DFF_PN0_ | 1290 | 1 |
| min reg2reg | clk_div_reg$_DFFE_PN0P_ | clk_div_pos_reg$_DFF_PN0_ | 470 | 1 |
| min in group asynchronous | i_rst_n | clk_counter[2]$_DFF_PN0_ | 480 | 1 |
Power is estimated from default activity; no workload was simulated.
